**design/flow/run.sh**
```bash
#!/bin/bash
# OpenROAD 26Q1-2900-gdf79404cd8, Yosys 0.63+post, stock flow scripts
make -C /OpenROAD-flow-scripts/flow DESIGN_CONFIG=/design/flow/config.mk WORK_HOME=/design/flow/orfs finish
```
**design/flow/config.mk**
```make
export PLATFORM = sky130hd
export DESIGN_NAME = template
export DESIGN_NICKNAME = template
export VERILOG_FILES = /design/flow/design.v
export SDC_FILE = /design/flow/constraint.sdc
export NUM_CORES = 4
export LEC_CHECK = 1
export CORE_UTILIZATION = 40
```
**design/flow/constraint.sdc**
```tcl
current_design template

set clk_period 7.9
set clk_io_pct 0.2

create_clock -name clk0 -period $clk_period [get_ports {clk}]

set non_clock_inputs [all_inputs -no_clocks]
set_input_delay [expr $clk_period * $clk_io_pct] -clock clk0 $non_clock_inputs
set_output_delay [expr $clk_period * $clk_io_pct] -clock clk0 [all_outputs]
```
**design/flow/design.v**
```verilog
module template(input wire clk,
		   input wire en_i,
		   input wire ina,
		   input wire inb,
		   output reg en_o,
		   output reg out_c);
	integer counter, state;
	reg[1:0] temp_a, temp_b;
	reg[2:0] temp_out;
	initial begin
		counter = 0;
		temp_a = 2'b00;
		temp_b = 2'b00;
		temp_out = 3'b000;
		out_c = 1;
		en_o <= 0;
		state = 0;
	end
	always@(posedge clk)
	begin
		if(en_i==1'b1)
		begin
			state = 1;
		end
		case(state)
			1: begin
				temp_a = temp_a << 1;
				temp_a = temp_a | ina;
				temp_b = temp_b << 1;
				temp_b = temp_b | inb;
				counter = counter + 1;
				if(counter==2) begin
					temp_out = temp_a + temp_b;
					state = 2;
				end
			end
			2: begin
				out_c <= temp_out[2];
				temp_out = temp_out << 1;
				counter = counter + 1;
				if(counter==3) en_o <= 1'b1;
				if(counter==4) en_o <= 1'b0;
				if(counter==6) begin
					counter = 0;
					out_c <= 1'b1;
					state = 0;
				end
			end
		endcase
	end
endmodule
```
==> results.py <==
# Flow results
metrics = {
    "floorplanning": {
        "dieWidth_um": 93.94,
        "die-area_um2": 8824,
        "coreArea_um2": 8217,
        "rows": 33,
        "die_h_um": 93.94,
        "ios": 6,
        "initial_core_util_pct": 41.15,
    },
    "placed_design": {
        "place_congestion": 0.7864,
        "numPortBuffers": 5,
        "place_ws_ps": 3103,
        "post-dp-hpwl_mm": 3.709,
        "dpl_cell_area_um2": 3505,
    },
    "synth": {
        "synth_top_area_share_pct": 34.64,
        "ys.flop_type": "edfxtp_1",
        "ys_async_sr_fraction_pct": 0,
        "edf_count": 39,
        "syn_area_um2": 3381,
        "yosys_warnings": 1,
        "ys_ff": 71,
        "ys_area_um2": 3381,
        "avgSynthCellArea_um2": 11.16,
        "topCellsByArea": "edfxtp_1 (35%), dfxtp_1 (19%), nor2b_1 (5.9%), xnor2_1 (5.7%), nand4_1 (4.1%)",
        "synthCells": 303,
        "top_cell": "edfxtp_1",
        "yosys-top-cells-count": "edfxtp_1 (39), dfxtp_1 (32), nor2b_1 (32)",
        "synth-cells-yosys": 303,
        "largest_area_cell": "edfxtp_1",
        "synth_cell_types": 50,
        "yosys.stat.seqShare_pct": 53.59,
    },
    "setup_path": {
        "cp-end-kind": "flip-flop",
        "required_ps": 7870,
        "critPathArrivalTime_ps": 4400,
        "crit_path_start_kind": "input port",
        "worstPathMaxFanout": 33,
        "critPathKind": "input port to flip-flop",
    },
    "global_route": {
        "grt_pass1_vias": 2092,
        "grt_antenna_before_repair": 0,
        "grt_use_total_pct": 14.99,
        "grt_max_degree": 34,
        "grt_pass1_wl_mm": 10.12,
        "grt_overflow": 0,
    },
    "cts": {
        "cts_setup_buffers": 0,
        "postCtsHoldBufs": 0,
        "clock_latency_ps": 340,
        "cts_tree": "built",
        "numCtsBuffers": 9,
        "clkSlewWorstSetupHoldPaths_ps": 80,
        "h-tree-depth": 3,
        "cts_root_buffer": "clkbuf_8",
        "ctsResizeCount": 0,
        "clock_path_buffers": 2,
        "clock_sinks": 71,
    },
    "finish": {
        "drive_above_1_share_pct": 10.00,
        "fillers": 740,
        "final_area_um2": 3721,
        "area_growth_pct": 10.07,
    },
    "power_and_ir_drop": {
        "leakage_nw": 1.295,
        "ir_drop_mv": 0.1562,
        "p_per_area_nw_per_um2": 262.6,
    },
    "final_timing": {
        "finalSetupTns_ps": 0,
        "fmax_mhz": 225.6,
        "worst_clock_skew_ps": 10.55,
        "period_needed_ps": 4432,
        "tightest_slew_ps": 775.0,
        "setup_viol": 0,
        "rsz0062_at_grt": "no",
        "relSlewSlack_pct": 48.33,
        "fin_crit_sh_pct": 56.10,
        "final_max_slew_viol_count": 0,
        "hold_viol_final": 0,
        "worst_slack_ps": 3468,
    },
    "drt": {
        "num_vias": 2206,
        "n_antenna_cell": 0,
        "routed_wl_mm": 5.728,
        "wl_per_cell_um": 13.80,
        "detail-route-antenna-nets": 0,
        "drc": 0,
        "post_drt_via_cell_ratio": 5.316,
        "drt_iter0_drc": 110,
        "drtPass1Iterations": 4,
    },
    "outcome": {
        "status": "completed",
    },
    "worst_hold_path": {
        "hold_path.class": "flip-flop to flip-flop",
    },
    "run": {
        "drv_cap": 0,
        "warnings": 28,
    },
}
## path summary, 6_finish.rpt
path	from	endpoint	slack, ps	cells after the start
setup / recovery	en_i	counter[13]	3470	8
hold / removal	state[3]	state[3]	460	1
setup reg to reg	counter[0]	temp_out[0]	4120	9
hold reg to reg	state[3]	state[3]	460	1
## registers in the layout, summed over array words and instances (netlist names)
register,flops
temp_b,1
state,32
temp_out,3
temp_a,1
out_c,1
counter,32
en_o,1
## cell families after synthesis
group	share of synthesized area (%)
flip-flops	53.59
adder cells (fa/ha/maj)	2.443
AND-OR/OR-AND	5.403
buffers and inverters	3.035
multiplexers	0.9992
XOR/XNOR	8.290
AND/OR/NAND/NOR	26.24
## layer usage
metal  track usage (%)  up-vias  part of all wire (%)
li1                  -     1130                     -
met1             25.48     1027                    52
met2             21.05       43                    43
met3             3.457        6                   4.4
met4             1.538        0                  0.94
met5                 0        -                     0
## layout make-up
class	instances	area, µm²	share of cell area [%]
clock inverters	5	42.54	1.143
flip-flops and latches	71	1812	48.69
well taps	105	131.4	3.531
inverters	8	30.03	0.8070
multi-input cells	208	1466	39.41
clock buffers	11	173.9	4.674
repair buffers	7	65.06	1.748
## cell usage in the layout, fill, tap and decap left out, types with 2 or more instances in the layout
cell type        instances
xnor2_1                 22
or2_2                    2
and4_1                   3
nand4_1                 22
nor2_1                  14
clkdlybuf4s50_1          5
a41o_1                   2
and3_1                   5
inv_1                    8
nor4_2                   4
nor3_1                   6
or3_1                    2
ha_1                     5
or4b_1                   2
a31oi_1                  4
buf_4                    2
mux2_1                   2
nor2b_1                 32
dfxtp_1                 32
edfxtp_1                39
a2111oi_0                2
xor2_1                  10
clkbuf_16                2
o31ai_1                  3
inv_6                    4
nor4_1                  12
clkbuf_8                 9
nand2_1                 14
nand3_1                 12
or4_1                    5
o21ai_1                  2
## through the flow
step | total power, mW | hold slack [ps] | instances | util (%)
floorplan | 0.6478 | 438.0 | 303 | -
global placement | 0.6821 | 452.6 | 399 | 42.65
detailed placement | 0.6807 | 451.2 | 399 | 42.65
CTS | 0.9830 | 467.0 | 415 | 45.29
global route | 1.031 | 478.8 | 415 | 45.29
finish | 0.9771 | 463.5 | 415 | 45.29
## where the power goes
group	switching [mW]	internal [mW]	total (mW)
Combinational	0.0735	0.0696	0.143
Clock	0.146	0.157	0.302
Sequential	0.0831	0.448	0.532
Total	0.302	0.675	0.977
## worst max-delay path, cell delays in order
cell and delay [ps]:
clkdlybuf4s50_1 450, buf_4 300, nor2b_1 100, or4_1 540
nor2_1 170, nand3_1 120, nor2_1 410, or2_2 720
Power and IR drop assume default switching activity.
